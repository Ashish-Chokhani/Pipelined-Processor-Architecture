$ cat constraint.sdc
current_design write_back

set clk_period 10.8
set clk_io_pct 0.2

create_clock -name clk0 -period $clk_period [get_ports {clk}]

set non_clock_inputs [all_inputs -no_clocks]
set_input_delay [expr $clk_period * $clk_io_pct] -clock clk0 $non_clock_inputs
set_output_delay [expr $clk_period * $clk_io_pct] -clock clk0 [all_outputs]
$ cat run.sh
#!/bin/bash
# OpenROAD 26Q1-2900-gdf79404cd8, Yosys 0.63+post, stock flow scripts
make -C /OpenROAD-flow-scripts/flow DESIGN_CONFIG=/design/flow/config.mk WORK_HOME=/design/flow/orfs finish
$ cat config.mk
export PLATFORM = sky130hd
export DESIGN_NAME = write_back
export DESIGN_NICKNAME = write_back
export VERILOG_FILES = /design/flow/design.v
export SDC_FILE = /design/flow/constraint.sdc
export NUM_CORES = 4
export LEC_CHECK = 1
export CORE_AREA = 10 10 439 439
export DIE_AREA = 0 0 449 449
$ cat design.v
module write_back(input clk,cnd,input [3:0] icode,rA,rB,
              input [63:0] valE,valM,output reg [63:0] rax,rcx,rdx,rbx,rsp,rbp,rsi,rdi,
              r8,r9,r10,r11,r12,r13,r14
               );
reg [63:0] R[0:14];
always@(posedge clk) 
    begin
    case(icode)
    4'h0:  
    begin
    end
    4'h1:  
    begin
    end
    4'h2:  
    begin
      if(cnd)
        R[rB]=valE;
    end
    4'h3:  
    begin
      R[rB]=valE;
    end
    4'h4:  
    begin
    end
    4'h5:  
    begin
      R[rA] = valM;
    end
    4'h6:  
    begin
      R[rB] = valE;
    end
    4'h7:  
    begin
    end
    4'h8:  
    begin
      R[4] = valE;
    end
    4'h9:  
    begin
      R[4] = valE;
    end
    4'hA:  
    begin
      R[4] = valE;
    end
    4'hB:  
    begin
      R[4] = valE;
      R[rA] = valM;
    end
    endcase
    rax <= R[0];
    rcx <= R[1];
    rdx <= R[2];
    rbx <= R[3];
    rsp <= R[4];
    rbp <= R[5];
    rsi <= R[6];
    rdi <= R[7];
    r8 <= R[8];
    r9 <= R[9];
    r10 <= R[10];
    r11 <= R[11];
    r12 <= R[12];
    r13 <= R[13];
    r14 <= R[14];
end
endmodule
==> Slide: Implementation Results <==
Flow Results at a Glance

Floorplanning
  – Chip Area: 202,000 um^2
  – # rows: 157
  – Die Wd: 449 um
  – Placeable Area: 183,000 um^2
  – Die Ht: 449 um
  – Top Ports: 1,102
  – Initial Util: 17.1%

Synthesis
  – Top logic family: multiplexers
  – Netlist Area Pre-Place: 31,300 um^2
  – YS chip area: 31,300 um^2
  – Cell Type Count: 29
  – Count of library flops with an enable pin: 960
  – Mapped Cells: 1,201
  – Yosys aoi share: 0.787%
  – Synth top cells by count: edfxtp_1 (960), mux2_2 (63), mux2_4 (60)
  – Simple-Gate Fraction of Synth Area: 1.04%
  – Yosys cell count: 1,201
  – Commonest flop: edfxtp_1
  – Top cell area share: 92.1%
  – XOR Share, Synth: 0%
  – Sequential area share after synthesis: 92.1%
  – Flip-flop and latch count after synthesis: 960
  – Synth warnings: 2
  – Cell taking the most area after synthesis: edfxtp_1
  – Most common cell in the synthesized netlist: edfxtp_1
  – Post-synth ARST share: 0%
  – Adder share: 0%
  – Area fraction in mux cells: 5.32%
  – Top cells by area: edfxtp_1 (92%), mux2_4 (2.9%), mux2_2 (2.3%), buf_12 (0.38%), a22oi_1 (0.34%)
  – Mean Syn Cell Area: 26.1 um^2

Route
  – Post-DRT Antenna Nets: 0
  – Routed WL: 137 mm
  – DR DRC count: 0
  – Vias post-DR: 17,600
  – Pre-antenna DRT Iters: 5
  – Vias per inst: 3.54
  – Routed WL per cell: 27.6 um
  – Initial DRC Count: 958

Clock network
  – CTS Buf Count: 100
  – Setup bufs post-CTS: 0
  – CTS max path bufs: 3
  – Cts hold-fix bufs: 0
  – Clock sink count: 960
  – Clock Pin Slew Worst Setup and Hold Paths: 0.07 ns
  – H-tree depth: 3
  – Root buf cell: clkbuf_16
  – Cells resized by post-CTS repair: 0
  – CTS tree: done

STA
  – RSZ-0062 raised after global routing: false
  – Max-slew violation count: 0
  – Setup TNS: 0 ns
  – Hold Fails Final Rpt: 0
  – Max Clk Rate: 187 MHz
  – Final setup vio count: 0
  – Slew margin rel.: 42.7%
  – Minimum clock period: 5.34 ns
  – Hold slack: 2.13 ns
  – Worst slew pin tran: 0.858 ns
  – Final WS setup: 5.46 ns
  – Final Cycle Share: 49.5%

Placement
  – IO buf count: 1,101
  – Placed Area: 45,700 um^2
  – Placed cell count: 4,794
  – Hpwl dp: 103 mm
  – Final GP Congestion: 0.884
  – DP Worst Slack: 4.70 ns

Finish
  – Core Util, Final: 26.7%
  – Finished Layout Cells: 4,984
  – Fin area: 49,000 um^2
  – Fillers: 18,200
  – Area growth syn-to-layout: 56.4%
  – Ratio of cells with drive above 1 in the final layout: 13.6%

Worst setup path
  – Startpoint Class: primary input
  – Crit path cell chain: clkdlybuf4s50_1 -> nand4b_1 -> nand2_4 -> buf_4 -> mux2_2
  – Delay of the slowest critical-path stage: 0.80 ns
  – CP Capture Type: flop
  – CP Class: primary input to flop
  – Worst path bufs/invs: 2
  – Critical Path Fanout Max: 32
  – CP top delay family: buffers and inverters
  – WP data arrival: 5.70 ns
  – Required time of the critical path: 11.16 ns
  – Slowest library cell on the worst path: clkdlybuf4s50_1

Worst hold path
  – Hold Path Class: primary input to flop

Global routing
  – Gr usage total: 13.6%
  – Gr ovfl total: 0
  – Vias in the first global route: 18,800
  – Antenna violations before repair: 18
  – First-pass GRT wire length: 179 mm
  – Pin count of the biggest net entering global routing: 33

Pwr
  – Int Pwr: 6.33 mW
  – Combinational power share: 5.2%
  – Worst VDD drop: 0.000132 V
  – Clock power frac: 42.2%
  – Tot Pwr: 8.06 mW
  – Net Switching: 1.73 mW
  – Pwr Density: 165 nW/um^2
  – P_leak: 15.8 nW
  – Flop pwr share: 52.6%
  – Sw frac: 21.5%

Outcome
  – Status: finished clean

Job
  – Max Cap Viol: 0
  – Tool warnings: 25
==> power by group through the flow <==
| stage | Sequential (mW) | Clock (mW) | Combinational [mW] |
|---|---|---|---|
| 4_1_cts | 4.24 | 3.51 | 0.429 |
| 5_1_grt | 4.24 | 3.64 | 0.448 |
| 6_report | 4.24 | 3.40 | 0.419 |
==> cell families (layout without fill, tap and decap cells) <==
group,Yosys count,in the layout
flip-flops,960,960
multiplexers,128,128
AND/OR/NAND/NOR,46,46
AND-OR/OR-AND,34,34
buffers and inverters,33,1345
other,0,7
==> registers in the layout, indices dropped and copies added, names as in the netlist <==
name	cells
rdi	64
rsi	64
rbp	64
rcx	64
r14	64
r8	64
rbx	64
rdx	64
r13	64
rax	64
r10	64
r9	64
r11	64
rsp	64
r12	64
==> layout by cell type (no fill, tap or decap), types with 3 or more instances in the layout <==
master              n
inv_1               4
clkinv_16           4
clkbuf_16         102
nand4_1            14
clkbuf_1           19
bufinv_16           7
nor2b_1             6
diode_2             7
mux2_2             63
inv_6               3
clkdlybuf4s50_1  1101
clkinv_1           20
clkinvlp_4          6
and4b_1             5
nor2_1              6
mux2_1              5
edfxtp_1          960
clkinv_2           17
buf_4              57
and2_1              3
nor4bb_1            4
o2111ai_1           5
a22oi_2            14
mux2_4             60
o21ai_0             8
==> final cells by class <==
type	instances	area, um^2	share of cell area (%)
antenna	7	17.5	0.0358
clock buffer	121	2620	5.36
clock inverter	62	622	1.27
inverter	4	15.0	0.0307
multi-input combinational	208	2330	4.76
sequential	960	28800	58.9
tap	2464	3080	6.30
timing repair buffer	1158	11400	23.4
==> layer usage <==
layer | track usage [%] | vias up | share of wire (%)
met5 | 0 | - | 0.039
met4 | 2.89 | 8 | 2.7
met3 | 9.15 | 187 | 14
met2 | 23.9 | 1190 | 53
met1 | 13.0 | 8854 | 30
li1 | - | 7393 | -
==> final timing paths <==
path,from,end,slack [ns],cells after the start
worst max-delay path,icode[3],rax[59],5.46,5
worst min-delay path,valE[55],rsp[55],2.13,2
Power is estimated from default activity; no workload was simulated.
