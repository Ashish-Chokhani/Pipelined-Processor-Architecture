===== /design/flow/run.sh =====
#!/bin/bash
# OpenROAD 26Q1-2900-gdf79404cd8, Yosys 0.63+post, stock flow scripts
make -C /OpenROAD-flow-scripts/flow DESIGN_CONFIG=/design/flow/config.mk WORK_HOME=/design/flow/orfs finish

===== /design/flow/config.mk =====
export PLATFORM = sky130hd
export DESIGN_NAME = execute
export DESIGN_NICKNAME = execute
export VERILOG_FILES = /design/flow/design.v
export SDC_FILE = /design/flow/constraint.sdc
export NUM_CORES = 4
export LEC_CHECK = 1
export CORE_AREA = 10 10 254 254
export DIE_AREA = 0 0 264 264

===== /design/flow/constraint.sdc =====
current_design execute

set clk_period 2.7
set clk_io_pct 0.2

create_clock -name clk0 -period $clk_period [get_ports {clk}]

set non_clock_inputs [all_inputs -no_clocks]
set_input_delay [expr $clk_period * $clk_io_pct] -clock clk0 $non_clock_inputs
set_output_delay [expr $clk_period * $clk_io_pct] -clock clk0 [all_outputs]

===== /design/flow/design.v =====
module full_adder(output Sout,Cout,input A, B, Cin);
    xor(w1,A,B);
    xor(Sout,w1,Cin);
    and(w2,A,B);
    and(w3,A,Cin);
    and(w4,B,Cin);
    or(w5,w2,w3);
    or(Cout,w5,w4);
endmodule
module Add (output [63:0] Sout,output Cout, OF,input [63:0] A, B,input Cin);
    wire [64:0] Carry;
	assign Carry[0] = Cin;
	genvar i;
	generate for(i = 0; i < 64; i = i+1) 
        begin
            full_adder fa(Sout[i], Carry[i+1],A[i],B[i], Carry[i]);
        end
    endgenerate
    assign Cout = Carry[64];
	xor (OF, Carry[64], Carry[63]);
endmodule
module Sub(output [63:0] Sout,output Cout, OF ,input [63:0] A, B,input Cin);
    wire [63:0] B_c;
    genvar i;
    for(i = 0; i < 64; i = i + 1) 
    begin
        not(B_c[i], B[i]);
    end  
    Add Subtract(Sout,Cout,OF, A, B_c, Cin);
endmodule
module Xor(output [63:0] out,input [63:0] A, B);
    genvar i;
    for(i = 0; i < 64; i = i + 1) 
    begin
        xor(out[i], A[i], B[i]);
    end
endmodule
module And(output [63:0] out,input [63:0] A,B);
    genvar i;
    for(i = 0; i < 64; i = i + 1) 
    begin
        and(out[i], A[i], B[i]);
    end
endmodule
module ALU(output reg [63:0] Sout,output Cout,output reg OF,input [63:0] A, B,input [1:0] state);
wire [63:0] out_Add, out_Sub, out_And, out_Xor;
wire AddOF,SubOF;
Add ADD(out_Add, Cout, AddOF, A, B,1'b0);
Sub SUB(out_Sub, Cout,SubOF,A,B,1'b1);
And AND(out_And, A, B);
Xor XOR(out_Xor, A, B);
always @*
begin
    case(state)
    2'b00 : begin
               Sout = out_Add;
               OF = AddOF;
            end
    2'b01 : begin
               Sout = out_Sub;
               OF =SubOF;
            end
    2'b10 : Sout = out_And;
    2'b11 : Sout = out_Xor;
    endcase
end
endmodule
module execute(input clk,input [1:0] E_stat,m_stat,
               input [3:0] E_icode,E_ifun,E_dstE,E_dstM,input [63:0] E_valA,E_valB,E_valC,
               output reg M_cnd,output reg e_cnd=1,output reg [1:0] M_stat, output reg [3:0] e_dstE,M_icode,M_dstE,M_dstM,
               output reg [63:0] e_valE,M_valA,M_valE);
  reg [2:0] CC = 3'b000; 
  wire cout,ZF, SF, OF;
  assign ZF = CC[0];
  assign SF = CC[1];
  assign OF = CC[2];
  wire [63:0] valE_;
  reg [1:0] control;
  reg [63:0] _valAC1;
  always@*
  begin
      case(E_icode)
          4'h2:
          begin
              control <= 2'b0;
              _valAC1 <= E_valA;
          end
          4'h3:
          begin
              control <= E_ifun[1:0];
              _valAC1 <= E_valC;
          end
          4'h4: 
          begin
              control <= E_ifun[1:0];
              _valAC1 <= E_valC;
          end
          4'h5:
          begin
              control <= E_ifun[1:0];
              _valAC1 <= E_valC;
          end
          4'h6:
          begin
              control <= E_ifun[1:0];
              _valAC1 <= E_valA;
          end
          4'h8:
          begin
              control <= 2'b1;
              _valAC1 <= 64'd1;
          end
          4'h9:
          begin
              control <= 2'b0;
              _valAC1 <= 64'd1;
          end
          4'hA:
          begin
              control <= 2'b1;
              _valAC1 <= 2*E_valB-64'd1;
          end
          4'hB:
          begin
              control <= 2'b0;
              _valAC1 <= 64'd1;
          end
          default:
              e_valE = 0;
      endcase
  end
  ALU ALU(valE_,cout,_OF,_valAC1,E_valB,control);
  always @*
  begin
      e_valE<=valE_;
      if(E_icode != 4'h0 && m_stat==2'b01)
      begin
          CC[2] <= _OF;
          CC[1] <= e_valE[63];
          if(e_valE)
            CC[0] <= 0;
          else
            CC[0] <= 1;
      end
  end
  always @*
  begin
    if(E_icode==2 || E_icode ==7)
    begin
      case (E_ifun)
        4'h0: e_cnd = 1;               
        4'h1: e_cnd = (OF^SF)|ZF;      
        4'h2: e_cnd = OF^SF;           
        4'h3: e_cnd = ZF;              
        4'h4: e_cnd = ~ZF;             
        4'h5: e_cnd = ~(SF^OF);        
        4'h6: e_cnd = ~(SF^OF)&~ZF;    
        default:
          e_cnd=0;
      endcase
    end
    if(e_cnd==1)
      e_dstE = E_dstE;
    else
      e_dstE = 4'hF;
  end
    always@(posedge clk)
  begin
      M_icode <= E_icode;
      M_valE <= e_valE;
      M_valA <= E_valA;
      M_stat <= E_stat;
      M_cnd <= e_cnd;
      M_dstE <= e_dstE;
      M_dstM <= E_dstM;
  end
endmodule

==> summary.txt <==
Implementation progress

The flow ran to the end, and the final reports show no timing, DRC or antenna violations. In the final routed layout, each cell accounts on average for 17.9 um. During synthesis, Yosys emitted a total of 137 warnings. According to the floorplan report, the die height is 264 um.

The leakage power stands at 4.47 nW. TritonCTS built the clock tree. The average instance in the mapped netlist occupies 8.08 um2.

Per the finish-stage timing summary, setup violations number 0. Counting endpoints that fail hold in the final report gives 0. STA classifies the critical path startpoint as a primary input.

In this run, distinct cell masters in the synthesized netlist total 74. The largest single stage delay on the critical path is 410 ps. In this run the remaining antenna-violating nets after routing total 0. According to the timing report, the arrival time at the worst endpoint equals 2090 ps. The routed design shows a via density per instance of 3.85. 425 I/O pins were placed.

The post-synth design cell area stands at 8100 um2. The launch point of the critical path was reported as E_ifun[0]. STA lists the startpoint of the worst hold path as E_dstM[1]. The number of register pins that no clock reaches stands at 70. Entering global routing, the biggest net connects 67 pins. Looking at the setup timing report, the critical path kind is in -> out.

Hold repair after CTS inserted 0 buffers. The global-route wire length before repair stands at 53.4 mm. The filler cells instantiated in the layout total 6461. Setup repair after global routing left no endpoint under its margin.

The post-placement cell count stands at 2028. The global-route total usage across every layer stands at 0.101. The post-layout utilization of the core stands at 0.200. In this run the maximum-capacitance check reported violations numbering 0. The power density of the placed cells stands at 333 nW/um2. The warning total across the stage logs stands at 25. Power comes to 3.93 mW. The highest achievable clock rate stands at 0.380 GHz. The placement row count stands at 89.

The gate count after technology mapping stands at 1002. The tally of non-filler cells in the final layout stands at 2046. By area the synthesized netlist is led by dfxtp_1, dlxtn_1, buf_4. The logic area stands at 4610 um2. After layout, the minimum clock period comes to 2630 ps. Across the whole layout, storage elements account for 2630 um2.

The detailed-route DRC error count stands at 0. Looking at the cell usage after synthesis, the top flip-flop cell is dfxtp_1. The pre-placement core utilization stands at 0.137.

The transition time at the pin with the least slew margin stands at 806 ps. After synthesis the netlist holds a flip-flop and latch count of 149. The signal on the critical path passes through dlygate4sd2_1 > maj3_2 > o21ai_4 > o21bai_4 > or2_2 > clkdlybuf4s50_1.

In this run the worst path has a maximum fanout of 5. In the layout the commonest cells are clkdlybuf4s50_1, conb_1, dfxtp_1. The most critical min-delay path falls under in -> reg. The synthesized design spends more area on one cell type than any other, namely dfxtp_1. Looking at the clock tree report, the H-tree level count equals 3. The most common logic cell in the final layout is clkdlybuf4s50_1. The overall die size recorded for this design is 69700 um2.

The final global-route overflow total stands at 0. The area share of the leading cell type in the synthesized netlist stands at 0.195. The length of the first detailed-routing pass in iterations stands at 5.

The core region is 59000 um2. Compared with the post-synthesis result, the final layout area differs by 45.6%. In the synthesized netlist the async set-or-reset flop fraction comes to 0. The initial antenna violation count is 15. The registers of the reported paths see a clock transition of 70 ps. The final timing summary puts the cycle share of the worst path at 0.976. STA classifies the critical path endpoint as a primary output. The number of unconstrained endpoints stands at 71. The weighted congestion reported at the end of routability-driven placement stands at 0.785.

The placement report lists the number of port buffers as 296. The slowest stage of the critical path is the clkdlybuf4s50_1 cell. In this run the horizontal extent of the chip is 264 um.

The DRC marker count from the first detailed-route iteration stands at 469. Detailed placement finished with a half-perimeter wire length of 30.1 mm. The summed standard-cell area reported by yosys stands at 8100 um2. Counting flops with a built-in enable in the synthesized netlist gives 0. Per the final layout report, the fraction of cells sized above drive strength 1 comes to 0.0480.

Per the CTS log, the root buffer master is clkbuf_16. The number of global-route vias before repair is 8063. The count of vias placed by the detailed router stands at 7879. In the Yosys report the total cell count is 1002. VDD sags by at most 0.000319 V. The data required time reported for the critical path is 2160 ps. CTS added clock buffers totalling 9. The headroom to the max-slew limit stands at 0.462. The total wirelength of the detailed-routed design stands at 36.6 mm.

The number of pins exceeding their max-slew limit in the final report stands at 0. No sink is reached through more buffers than the 2 on the longest clock path.
[final cells by class]
cell class | instances | share of cell area
multi-input cells | 737 | 0.391
well taps | 773 | 0.0820
repair buffers | 305 | 0.257
clock inverters | 7 | 0.00711
diodes | 2 | 0.000424
flip-flops and latches | 149 | 0.223
inverters | 64 | 0.0204
clock buffers | 9 | 0.0191
[path summary, 6_finish.rpt]
kind,endpoint,depth (start not counted)
max,e_dstE[0],6
min,M_dstM[1],1
[sequential cells by signal, summed over array words and instances (netlist names)]
register	count
_valAC1	64
M_stat	2
control	2
M_valA	64
M_cnd	1
M_dstM	4
M_icode	4
CC	2
M_dstE	4
e_cnd	1
ALU.OF	1
[metal layers]
layer | wire length, um | global-route usage | vias up
met1 | 15900 | 0.132 | 3656
met4 | 581 | 0.0130 | 18
met5 | 113 | 0 | -
met2 | 16500 | 0.159 | 318
met3 | 3440 | 0.0392 | 43
li1 | - | - | 3844
[through the flow]
| step | setup TNS [ps] | setup WS, ps | hold slack, ps | area, um2 |
|---|---|---|---|---|
| 5_1_grt | 0 | 2.54 | 571 | 11800 |
| 3_3_place_gp | -1090 | -273 | 992 | 11400 |
| 3_5_place_dp | -1280 | -325 | 996 | 11400 |
| 6_report | 0 | 65.2 | 602 | 11800 |
| 4_1_cts | 0 | 17.6 | 561 | 11800 |
| 2_1_floorplan | 0 | 794 | 568 | 8580 |
[logic make-up after synthesis]
group | Yosys count | share of synthesized area
DFF | 79 | 0.195
xor gates and xnor gates | 60 | 0.0649
other | 2 | 0.000927
and+or+nand+nor | 244 | 0.160
buffers and inverters | 243 | 0.173
AOI/OAI and AO/OA | 276 | 0.240
adders and majority gates | 26 | 0.0332
muxes | 2 | 0.00247
latches | 70 | 0.130
[report_power, final]
group	switching, mW	total, mW	leakage [nW]	internal, mW
clock	0.638	1.37	0.149	0.735
combinational	0.536	1.15	3.10	0.613
sequential	0.0578	1.40	1.23	1.35
total	1.23	3.93	4.47	2.69
[synth_stat cells, drive strengths merged, types with 12 or more instances]
cell,instances
a21oi,23
nor2b,26
a22oi,67
dfxtp,79
nor3,29
o22ai,27
maj3,25
xnor2,47
nand3,15
nor4,12
nor2,52
dlxtn,67
nand2,43
clkbuf,42
buf,137
or2,12
o21ai,67
a221oi,12
nand2b,24
inv,64
xor2,13
[what timing repair did]
action | 4_1_cts | 5_1_grt
setup buffers | 0 | 0
resized | 12 | 2
endpoints found under the hold margin | 0 | 0
endpoints found under the setup margin | 4 | 1
pin swaps | 4 | 1
[worst max-delay path: cells and delay by family]
kind	cells	cell delay, ps
AOI/OAI and AO/OA	2	260
buffers and inverters	2	670
adders and majority gates	1	330
and+or+nand+nor	1	290
Power is estimated from default activity; no workload was simulated.
