==> design/flow/design.v <==
module memory(input clk,input [1:0] M_stat,input [3:0] M_icode,M_dstE,M_dstM,
              input [63:0] M_valA,M_valE, output reg [1:0] m_stat,W_stat,
              output reg [3:0] W_icode,W_dstE,W_dstM,output reg [63:0] m_valM,W_valE,W_valM);
    reg [63:0] M8[0:255];
    always@*
    begin
        m_stat = M_stat;
        if((M_valE>=256 && (M_icode==4'h4 || M_icode==4'h5 || M_icode==4'h8 || M_icode==4'hB)) || (M_valA>=256 && (M_icode==4'h9 || M_icode==4'hB)))
            m_stat = 2'b11;
    end
    always@*
    begin
        case(M_icode)
            4'h5:  
            begin
                m_valM = M8[M_valE];    
            end
            4'h9:  
            begin
                m_valM = M8[M_valA];    
            end
            4'hB:  
            begin
                m_valM = M8[M_valA];    
            end
        endcase
    end
    always@(posedge clk)
    begin 
        case(M_icode)
            4'h4:  
            begin
                M8[M_valE] <= M_valA;   
            end
            4'h8:  
            begin
                M8[M_valE] <= M_valA;   
            end
            4'hA:  
            begin
                M8[M_valE] <= M_valA;   
            end
        endcase
    end
    always@(posedge clk)
    begin
            W_icode <= M_icode;
            W_dstE <= M_dstE;
            W_dstM <= M_dstM;
            W_stat <= m_stat;
            W_valE <= M_valE;
            W_valM <= m_valM;
    end
endmodule
==> design/flow/run.sh <==
#!/bin/bash
# OpenROAD 26Q1-2900-gdf79404cd8, Yosys 0.63+post, stock flow scripts
make -C /OpenROAD-flow-scripts/flow DESIGN_CONFIG=/design/flow/config.mk WORK_HOME=/design/flow/orfs finish
==> design/flow/config.mk <==
export PLATFORM = sky130hd
export DESIGN_NAME = memory
export DESIGN_NICKNAME = memory
export VERILOG_FILES = /design/flow/design.v
export SDC_FILE = /design/flow/constraint.sdc
export NUM_CORES = 4
export LEC_CHECK = 1
export CORE_UTILIZATION = 30
export SYNTH_MEMORY_MAX_BITS = 65536
==> design/flow/constraint.sdc <==
current_design memory

set clk_period 16.4
set clk_io_pct 0.2

create_clock -name clk0 -period $clk_period [get_ports {clk}]

set non_clock_inputs [all_inputs -no_clocks]
set_input_delay [expr $clk_period * $clk_io_pct] -clock clk0 $non_clock_inputs
set_output_delay [expr $clk_period * $clk_io_pct] -clock clk0 [all_outputs]
==> reports/results.ini <==
[outcome]
outcome=complete, no violations

[yosys]
topCellsByArea=edfxtp_1 78%, nand2_1 7.3%, nand3_1 3.8%
top_area_share_pct=77.5
yosysCellCount=43500
syn_area_um2=635000
synth_top_cell_by_area=edfxtp_1
netlist_instances=43500
yosysWarnings=1
synth-edff-count=16400
syn_avg_cell_area_um2=14.6
ff_type=edfxtp_1
top_cell=edfxtp_1
yosysUniqueCellTypes=49
postSynth.asyncResetShare_pct=0
ys_ff=16600
ys_top_cells_by_count=16.4k x edfxtp_1, 12.4k x nand2_1, 4,777 x nand3_1, 1,788 x a31oi_1, 1,702 x clkbuf_1
yosys_area_um2=635000

[final_layout]
area_growth_pct=15.2
fill_cells=197000
drive_gt1_share_pct=10.4
fin_util_pct=34.6

[sta]
hold_viol_final=0
fmax_mhz=81.4
slew_headroom_pct=0.454
setup_slack_ns=4.12
rsz0062_at_grt=false
finalCritPeriodShare_pct=74.9
min_period_ns=12.28
untimed_endpoints=192
tightest_slew_ns=1.46
unclocked_regs=64
setup-violations-final=0
slew_viol_final=0
fin_setup_tns_ns=0

[min_path]
hold_class=in2reg
hp-start=M_valA[52]
whs_path_depth=1
hold_end=M8[99][52]

[worst_setup_path]
worstPathRequired_ns=13.12
crit_type=in2out
crit_start=M_valA[60]
critical_path_arrival_ns=9.00
cp-end-kind=primary output
crit_fanout=32
cp-start-kind=primary input

[placed_design]
gp_congestion=0.944
dpl.hpwl_um=1270000
dp_slack_ns=4.48
numPortBuffers=350

[global_routing]
grt_start_max_net_pins=150
antenna_found_initial=175
grtUsageTotal_pct=21.0
gr-total-overflow=0
grt_pass1_wl_um=2980000
grt_pass1_vias=394000

[die]
floorplan.core_util_pct=30.1
rows=534
io_pins=351
core_area_um2=2110000
die_width_um=1460
chip_area_um2=2120000
die_h_um=1460

[power_and_ir_drop]
ir_drop_mv=0.137
power_density_nw_per_um2=123
p_leak_nw=238

[clock_network]
cts_hold_buf=0
htree_levels=7
path_clk_slew_ns=0.06
cts_setup_buffers=0
cts-root-buf=clkbuf_16
cts-resized-gates=0
cts_tree=yes
cts_inserted_buffers=1669
clock_path_buffers=6

[detailed_routing]
num_vias=383000
antenna_left=0
routed_wl_um=2130000
post_drt_via_cell_ratio=5.15
drt_first_iter_violations=29700
drc=0
first_pass_iters=9
avgRoutedWirePerCell_um=28.6

[flow_run]
warnings=77
max_cap_viol_count=0

==> through the flow <==
step           power [W]  cells  area (um2)  hold slack (ns)
2_1_floorplan     0.0503  43500      635000             3.31
3_3_place_gp      0.0542  71100      679000             3.64
3_5_place_dp      0.0542  71100      679000             3.64
4_1_cts           0.0901  74100      730000             1.97
5_1_grt           0.0922  74300      731000             2.06
6_report          0.0899  74400      731000             2.06
==> layout by cell type, fill, tap and decap left out, drive strengths merged, types with 75 or more instances in the layout <==
master,netlist,final
nand4,990,990
o221ai,766,766
a222oi,253,253
mux2i,1645,1645
a2111oi,254,254
mux4,256,256
clkinv,0,803
a32oi,108,108
clkdlybuf4s50,0,276
buf,1138,1992
edfxtp,16400,16400
nand2,12400,12400
clkbuf,1703,2091
a31oi,1788,1788
nor2,267,267
dfxtp,142,142
nand3,4777,4777
bufinv,0,75
a21oi,525,525
diode,0,273
==> report_power, final <==
part / internal, W / total (W) / switching (W)
Sequential: 0.0465 / 0.0466 / 0.0000762
Clock: 0.0201 / 0.0364 / 0.0164
Combinational: 0.00159 / 0.00688 / 0.00529
==> registers in the layout (all words and copies together) (netlist names) <==
name,cells
W_valE,64
m_valM,64
W_dstM,4
W_icode,4
W_dstE,4
M8,16384
W_valM,64
W_stat,2
==> logic make-up after synthesis <==
| kind of cell | Yosys count | synth area share (%) |
|---|---|---|
| latches | 64 | 0.151 |
| buffers and inverters | 2845 | 1.95 |
| multiplexers | 1905 | 3.51 |
| AND/OR/NAND/NOR | 18500 | 12.3 |
| flip-flops | 16500 | 78.0 |
| AND-OR/OR-AND | 3723 | 4.16 |
==> worst max path at each step <==
stage	to	slack, ns	cells past startpoint
6_report	m_stat[1]	4.12	13
5_1_grt	m_stat[0]	4.20	13
4_1_cts	m_stat[1]	4.47	13
==> layer usage <==
| layer | track usage (%) | vias to the layer above | wire length, um |
|---|---|---|---|
| li1 | - | 167000 | - |
| met1 | 21.2 | 187000 | 642000 |
| met2 | 28.6 | 25200 | 900000 |
| met3 | 19.8 | 4337 | 451000 |
| met4 | 9.90 | 244 | 127000 |
| met5 | 4.91 | - | 10100 |
==> final cells by class <==
class | count | area [um2] | share of cell area (%)
multi-input cells | 24100 | 129000 | 17.7
inverters | 4 | 15.0 | 0.00205
flip-flops and latches | 16600 | 496000 | 67.8
well taps | 28100 | 35200 | 4.82
clock inverters | 931 | 7600 | 1.04
clock buffers | 2090 | 43700 | 5.98
repair buffers | 2270 | 18700 | 2.56
diodes | 273 | 683 | 0.0935
==> worst max-delay path, stage by stage <==
cell and delay [ns]:
buf_8 0.17, buf_4 0.24, nor4_2 1.21, buf_4 0.36
nand4_1 0.45, nor4_4 1.10, buf_4 0.44, o21ai_0 0.16
nand2_1 0.11, o31ai_1 0.11, a2bb2oi_4 0.56, nand2b_1 0.17
clkdlybuf4s50_1 0.46
Power and IR drop assume default switching activity.
